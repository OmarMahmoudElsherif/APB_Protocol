**flow/design.v**
```verilog
module APB_SLAVE #(
	parameter DATA_WD = 32,
	parameter ADDR_WD = 16 
)	(
input	wire						PCLK,
input	wire						S_CLK,
input	wire						PRESETn,
input	wire						Addr_ER,
input	wire						Parity_ER,
input	wire						ConfigSp_ACKAPB,
input	wire	[DATA_WD-1:0]		ConfigSp_DATA,
input	wire						APB_Grant,
input	wire	[3:0]				PSTRB,
input	wire						PWRITE,
input	wire						PENABLE,
input	wire						PSEL,
input	wire	[ADDR_WD-1:0]		PADDR,
input	wire	[DATA_WD-1:0]		PWDATA,
output	reg							APB_Request,
output	wire						PREADY,
output	reg		[DATA_WD-1:0]		APB_ODATA,
output	reg		[ADDR_WD-1:0]		APB_OADDR,
output	reg		[3:0]				APB_OSTRB,
output	wire	[DATA_WD-1:0]		PRDATA,
output	wire  	[1:0]				PSLVERR
);
reg		[DATA_WD-1:0]		SLAVE_DATA_Reg;
reg		[ADDR_WD-1:0]		SLAVE_ADDR_Reg;
reg		[3:0]				SLAVE_STRB_Reg;
wire				PENABLE_SYNC;
reg					PREADY_SYNC;
wire                PRESETn_SYNC;
reg                 ConfigSp_Read_Valid;
reg		[2:0]		SETUP_PHASE		=	'b000,		
					WRITE_PHASE		=	'b001,
					READ_PHASE		=	'b010,
					SEND_REQUEST	=	'b011,
					WAIT_STAGE		=	'b100,
					TRAN_COMPLETE   =   'b101;
reg		[2:0]	Next_state,
				current_state;
always @(posedge S_CLK or negedge PRESETn_SYNC) begin
	if (!PRESETn_SYNC) begin
		current_state	<=	SETUP_PHASE;
	end
	else  begin
		current_state	<=	Next_state;
	end
end
always@(*) begin
APB_Request			=	'b0;
PREADY_SYNC			=	'b0;
APB_OSTRB			=	'b0;
APB_ODATA			=	'b0;
APB_OADDR			=	'b0;
	case(current_state)
		WAIT_STAGE	:	begin
			if(ConfigSp_ACKAPB=='b1 && ConfigSp_Read_Valid=='b0)	 begin   
				PREADY_SYNC			=	'b1;	 
				Next_state			=	TRAN_COMPLETE;
			end
			else if(ConfigSp_ACKAPB=='b1 && ConfigSp_Read_Valid=='b1)	 begin  
				PREADY_SYNC			=	'b1;	 
				Next_state			=	TRAN_COMPLETE;
			end
			else begin
				Next_state			=	WAIT_STAGE;
			end
		end
		TRAN_COMPLETE :		begin
			PREADY_SYNC			=	'b1;
			Next_state			=	SETUP_PHASE;
		end
		SETUP_PHASE	:	begin
			if(PENABLE_SYNC	==	'b0  ) begin   
					if(PSEL =='b1 && PWRITE =='b1) begin
						Next_state	=	WRITE_PHASE;	
					end
					else if (PSEL =='b1 && PWRITE =='b0) begin
						Next_state	=	READ_PHASE;
					end
					else begin
						Next_state	=	SETUP_PHASE;
					end
				end
			else begin    
				Next_state			=	SETUP_PHASE;
			end
		end
		WRITE_PHASE	:	begin
			if(PENABLE_SYNC	==	'b1) begin  	  
				Next_state		=	SEND_REQUEST;
			end
			else begin
				Next_state		=	WRITE_PHASE;
			end
		end
		READ_PHASE	:	begin
			if(PENABLE_SYNC	==	'b1) begin   	 
				PREADY_SYNC 	=	'b1;
				Next_state		=	TRAN_COMPLETE;
			end
			else begin
				Next_state		=	READ_PHASE;
			end
		end
		SEND_REQUEST	:	begin
			APB_Request		=	'b1;	 
			APB_OSTRB		=	SLAVE_STRB_Reg;
			APB_ODATA		=	SLAVE_DATA_Reg;
			APB_OADDR		=	SLAVE_ADDR_Reg;
			if(APB_Grant=='b1) begin   
				Next_state		=	WAIT_STAGE;
			end
			else begin
				Next_state		=	SEND_REQUEST;
			end
		end
		default		:	begin
			APB_Request			=	'b0;
			PREADY_SYNC			=	'b0;
			APB_OSTRB			=	'b0;
			APB_ODATA			=	'b0;
			APB_OADDR			=	'b0;
		end
	endcase
end
always@(posedge S_CLK,negedge PRESETn_SYNC ) begin
	if(!PRESETn_SYNC) begin
			SLAVE_DATA_Reg			<=	'b0;
			SLAVE_ADDR_Reg			<=	'b0;
			SLAVE_STRB_Reg			<=	'b0;
			ConfigSp_Read_Valid		<=	'b0;
	end
	else begin
			if (current_state == WRITE_PHASE && PENABLE_SYNC	==	'b1) begin
				SLAVE_ADDR_Reg		<=	PADDR;
				SLAVE_DATA_Reg		<=	PWDATA;
				SLAVE_STRB_Reg		<=	PSTRB;
				ConfigSp_Read_Valid	<=	~|PSTRB;		 
			end
			else if(current_state == WAIT_STAGE && ConfigSp_ACKAPB=='b1 && ConfigSp_Read_Valid=='b1) begin 
				SLAVE_DATA_Reg		<=	ConfigSp_DATA;
			end
	end
end
assign  PRDATA	= (PREADY== 'b1)	?	SLAVE_DATA_Reg		:	'b0 ;
assign  PSLVERR	= (PREADY== 'b1)	?   {Parity_ER,Addr_ER}	:	'b0 ;
BIT_SYNC SYNC_PENABLE (
	.Destination_CLK(S_CLK),
	.RST(PRESETn),
	.ASYNC_IN(PENABLE),
	.SYNC_OUT(PENABLE_SYNC)
);
BIT_SYNC SYNC_PREADY (
	.Destination_CLK(PCLK),
	.RST(PRESETn),
	.ASYNC_IN(PREADY_SYNC),
	.SYNC_OUT(PREADY)
);
RESET_SYNC SYNC_PRESETn (
	.Destination_CLK(S_CLK),
	.RST(PRESETn),
	.SYNC_RST(PRESETn_SYNC)
	);
endmodule
module BIT_SYNC (
input		wire		Destination_CLK,
input		wire		RST,
input		wire		ASYNC_IN,
output		reg			SYNC_OUT
	);
reg			FF1;
reg			FF2;
reg		Pulse_Conv_flg;
always @(posedge Destination_CLK, negedge RST) begin
	if(!RST) begin
		FF1 		<= 'b0;
		FF2			<= 'b0;
	end
	else begin
		FF1 		<= ASYNC_IN;
		FF2			<= FF1;
	end
end
always@(posedge Destination_CLK, negedge RST) begin
	if(!RST) begin
		Pulse_Conv_flg		=	'b1;
	end
	else begin
		if(FF2	==	'b1) begin
			if(Pulse_Conv_flg	==	'b1) begin
				SYNC_OUT			=	'b1;
				Pulse_Conv_flg		=	'b0;
			end	
			else begin
				SYNC_OUT			=	'b0;
				Pulse_Conv_flg		=	'b0;			
			end		
		end
		else begin
			Pulse_Conv_flg			=	'b1;
			SYNC_OUT				=	'b0;
		end
	end
end
endmodule
module RESET_SYNC (
input		wire		Destination_CLK,
input		wire		RST,
output		reg			SYNC_RST
	);
reg			FF1;
always @(posedge Destination_CLK, negedge RST) begin
	if(!RST) begin
		FF1 				<= 'b0;
		SYNC_RST			<= 'b0;
	end
	else begin
		FF1 				<= 'b1;
		SYNC_RST			<= FF1;
	end
end
endmodule
```
**flow/run.sh**
```bash
#!/bin/bash
# OpenROAD 26Q1-2900-gdf79404cd8, Yosys 0.63+post, stock flow scripts
make -C /OpenROAD-flow-scripts/flow DESIGN_CONFIG=/design/flow/config.mk WORK_HOME=/design/flow/orfs finish
```
**flow/config.mk**
```make
export PLATFORM = sky130hd
export DESIGN_NAME = APB_SLAVE
export DESIGN_NICKNAME = APB_SLAVE
export VERILOG_FILES = /design/flow/design.v
export SDC_FILE = /design/flow/constraint.sdc
export NUM_CORES = 4
export LEC_CHECK = 1
export CORE_UTILIZATION = 30
```
**flow/constraint.sdc**
```tcl
current_design APB_SLAVE

set clk_period 2.5
set clk_io_pct 0.2

create_clock -name clk0 -period $clk_period [get_ports {PCLK}]
create_clock -name clk1 -period $clk_period [get_ports {S_CLK}]

set non_clock_inputs [all_inputs -no_clocks]
set_input_delay [expr $clk_period * $clk_io_pct] -clock clk0 $non_clock_inputs
set_output_delay [expr $clk_period * $clk_io_pct] -clock clk0 [all_outputs]
```
==> results.rst <==
Flow metrics
------------

.. list-table::
   :header-rows: 1

   * - Metric
     - Value
   * - Power Internal
     - 2.47 mW
   * - Cell-by-cell listing of the critical path
     - nor2_4 > buf_6 > and2_1 > clkdlybuf4s50_1
   * - Slowest stage delay, CP
     - 0.50 ns
   * - Die height
     - 110 um
   * - Slew Viols, Final
     - 0
   * - Clock tree from TritonCTS
     - done
   * - Area leader share
     - 0.440
   * - Area growth from synthesis to final layout
     - 66.5%
   * - Cell Area, Synth
     - 3520 um2
   * - Peak supply drop
     - 569 uV
   * - Fin cells
     - 625
   * - Final setup skew
     - 0.00720 ns
   * - Placeable core region
     - 11,400 um2
   * - Relative slew slack
     - 0.587
   * - Total global routing track utilization
     - 0.152
   * - Cell type with the highest aggregate area in the netlist
     - dfrtp_1
   * - Relative contribution of the clock network to total power
     - 0.456
   * - Cts hold-fix bufs
     - 0
   * - Type of the worst setup path
     - reg2out
   * - Standard-cell row count
     - 39
   * - GP Congestion
     - 0.790
   * - Final Hold Violation Tally
     - 0
   * - P_leak
     - 2.34 nW
   * - Slowest stage cell on the critical path
     - dfrtp_1
   * - Buffer count from post-CTS setup fixing
     - 0
   * - Synth unique cells
     - 28
   * - Clock Pin Slew Worst Setup and Hold Paths
     - 0.05 ns
   * - CP Max Fanout
     - 30
   * - Sequential cell fraction of total power
     - 0.405
   * - Length of the first detailed-routing pass in iterations
     - 4
   * - Post-route cell area
     - 5870 um2
   * - DRT Wirelength
     - 9110 um
   * - Routed WL per cell
     - 14.6 um
   * - Count of endpoints without a timing constraint
     - 6
   * - Half-perimeter wire length of the detailed placement result
     - 6780 um
   * - Max cap viols
     - 0
   * - Initial antenna violation count
     - 0
   * - DRC violation total after the first TritonRoute iteration
     - 48
   * - Register pins left without a clock
     - 3
   * - Number of enable flip-flop cells
     - 2
   * - Path type of the worst min-delay path
     - reg2async
   * - Count of input and output buffers
     - 180
   * - Post-Place Cells
     - 606
   * - Endpoint type of the worst setup path
     - output port
   * - Net switching power
     - 0.618 mW
   * - N_diodes
     - 0
   * - Critical path launch point type
     - flip-flop
   * - Fraction of the core area occupied by cells at floorplan
     - 0.309
   * - Fraction of final layout cells with drive strength greater than 1
     - 0.243
   * - PnR Total Power
     - 3.09 mW
   * - Die footprint
     - 12,200 um2
   * - Number of cells in Yosys stat
     - 293
   * - Final routed DRC violation total
     - 0
   * - Power density cells
     - 526 nW/um2
   * - Fraction of registers with async set or reset after synthesis
     - 0.928
   * - Horizontal die dimension
     - 110 um
   * - Switching power as a share of total power
     - 0.200
   * - #FFs+latches synth
     - 69
   * - Pin count of the biggest net entering global routing
     - 33
   * - Number of warning messages in the yosys log
     - 3
   * - Main flop type after synthesis
     - dfrtp_1
   * - Via count of the first global-routing pass
     - 2,712
   * - Leading post-synthesis cells by cell area
     - dfrtp_1 (44%), mux2_2 (27%), and2_1 (16%)
   * - I/O Pins
     - 182
   * - Vias post-DR
     - 2,761
   * - Global-route wire length before repair
     - 13,800 um
   * - Chip area line of the yosys report
     - 3520 um2
   * - Count of final setup violators
     - 0
   * - Unrepaired setup endpoints after global routing
     - no
   * - Post-synthesis area per instance
     - 12.0 um2
   * - Required time at the worst-slack endpoint
     - 2.00 ns
   * - Setup TNS
     - 0 ns
   * - Run status
     - finished clean
   * - Combinational fraction of design power
     - 0.139
   * - Slew at the pin with the worst max-slew slack
     - 0.619 ns
   * - Via-per-instance ratio
     - 4.42
   * - Number of standard cells after synthesis
     - 293
   * - DRT antenna net count
     - 0
   * - Dpl cell area
     - 5510 um2
   * - Arrival time at the worst endpoint
     - 1.87 ns
   * - Congestion Overflow GR
     - 0
   * - Warning total across the stage logs
     - 26
==> power groups by stage <==
stage	logic, mW	registers (mW)	clock network, mW
finish	0.431	1.25	1.41
global route	0.471	1.27	1.49
CTS	0.440	1.25	1.45
==> flip-flops by register name, summed over array words and instances (netlist names), 3 cells and up <==
name and count:
Next_state 3, SLAVE_STRB_Reg 4, SLAVE_DATA_Reg 32, current_state 3
SLAVE_ADDR_Reg 16
==> path summary, 6_finish.rpt <==
| check | startpoint | to | slack (ns) | depth (start not counted) |
|---|---|---|---|---|
| max | current_state[2] | APB_ODATA[5] | 0.13 | 4 |
| min | SYNC_PRESETn.SYNC_RST | SLAVE_DATA_Reg[3] | 0.29 | 0 |
| max reg2reg | current_state[2] | SLAVE_DATA_Reg[9] | 0.48 | 4 |
| min reg2reg | SYNC_PRESETn.SYNC_RST | SLAVE_DATA_Reg[3] | 0.29 | 0 |
| max in group clk1 | current_state[2] | SLAVE_DATA_Reg[9] | 0.48 | 4 |
| max in group asynchronous | SYNC_PRESETn.SYNC_RST | SLAVE_ADDR_Reg[12] | 1.56 | 1 |
| min in group clk1 | SYNC_PRESETn.FF1 | SYNC_PRESETn.SYNC_RST | 0.34 | 0 |
| min in group clk0 | SYNC_PREADY.FF1 | SYNC_PREADY.FF2 | 0.36 | 0 |
==> stage by stage <==
stage                      util  setup WS [ns]  hold slack, ns
after detailed placement  0.482          0.328           0.320
final                     0.514          0.128           0.286
after floorplan               -          0.766           0.204
after global placement    0.482          0.352           0.319
after global routing      0.514        0.00614           0.345
after CTS                 0.514         0.0422           0.319
==> critical path, delay by kind of cell, from the launching register on <==
| kind | cells | cell delay (ns) |
|---|---|---|
| DFF | 1 | 0.50 |
| buffers and inverters | 2 | 0.72 |
| and+or+nand+nor | 2 | 0.32 |
==> routing by layer <==
| metal | up-vias | GRT usage | share of wire |
|---|---|---|---|
| met5 | - | 0 | 0 |
| met4 | 0 | 0.0273 | 0.018 |
| met3 | 13 | 0.0264 | 0.082 |
| met2 | 107 | 0.259 | 0.48 |
| met1 | 1285 | 0.209 | 0.42 |
| li1 | 1356 | - | - |
==> cells in the final DEF (no fill, tap or decap), types with 2 or more instances in the layout <==
cell | netlist | routed
nand2_1 | 3 | 3
clkbuf_1 | 10 | 3
nor2b_1 | 2 | 2
dfrtp_1 | 62 | 61
inv_1 | 3 | 3
clkbuf_16 | 0 | 12
edfxtp_1 | 2 | 2
buf_4 | 2 | 7
dfstp_2 | 2 | 2
dlxtn_1 | 3 | 3
clkbuf_8 | 0 | 3
nand3b_1 | 3 | 3
and2_1 | 89 | 89
o21ai_0 | 3 | 3
clkdlybuf4s50_1 | 0 | 180
o22ai_1 | 2 | 2
buf_12 | 0 | 2
mux2_2 | 85 | 85
==> synthesized netlist by cell type, drive strengths merged (3+ instances only) <==
library cell and number:
buf 10, nand2 3, mux2 85, o21ai 3, nand3b 3, dlxtn 3, and2 89, clkbuf 10
dfrtp 62, inv 3
==> kinds of logic after synthesis <==
kind of cell           Yosys count  synth area share
multiplexers                    86             0.274
other                            1           0.00106
AND-OR/OR-AND                   10            0.0181
AND/OR/NAND/NOR                104             0.185
buffers and inverters           23            0.0366
flip-flops                      66             0.472
latches                          3            0.0128
==> repair_timing <==
action	CTS	global route
hold endpoints to repair	0	0
setup endpoints to repair	0	28
resized	0	1
==> final cells by class <==
class | instances | area (um2)
inverters | 3 | 11.3
well taps | 143 | 179
multi-input cells | 201 | 1710
clock inverters | 1 | 5.00
clock buffers | 18 | 353
fillers | 1009 | 5550
repair buffers | 190 | 1910
flip-flops and latches | 69 | 1710
Power is estimated from default activity; no workload was simulated.
